==> ./design.v <==
`timescale 1ns / 1ps
module Adder (
input wire [31:0] in1,         
input wire [31:0] in2,           
output wire [31:0] adder_result    
);
assign adder_result = in1 + in2;
endmodule
`timescale 1ns / 1ps
module PC_calculator #(clock_delay = 20) (
input wire [31:0] PC4,
input wire [3:0] ID_PC4_splitted,
input wire [31:0] EX_PC4,
input wire [25:0] Jump_address,
input wire [31:0] EX_Immediate_extended,
input wire [31:0] in1_ALU,
input wire Jump,
input wire IF_ID_flush,
input wire [1:0] Branch,
input wire Zeroflag,
input wire JR,
output wire [31:0] out_pc_cal,
output jump_ctrl
    );
wire branch_ctrl, jump_ctrl, jump_ctrl_buf, jr_ctrl, branch_ctrl_early;
wire [31:0] PC_jump, PC_jump_buf, PC_branch, PC_branch_buf, PC_jr, PC_jr_buf, PC4_buf;
wire [31:0] Immediate_sll;
wire [31:0] mux_branch, mux_jump, mux_jr;
Shifter shiftleftPC_jump(.in1({2'b00, ID_PC4_splitted, Jump_address}), .shamt(5'd2), .shifter_select(2'd1), .shifter_result(PC_jump));
Shifter shiftleftImmediate(.in1(EX_Immediate_extended), .shamt(5'd2), .shifter_select(2'd1), .shifter_result(Immediate_sll));
Adder add_PC4_Imm(.in1(EX_PC4), .in2(Immediate_sll), .adder_result(PC_branch));
assign PC_jr = in1_ALU;
assign  branch_ctrl_early = Branch[1] & (Branch[0] & Zeroflag | ~Branch[0] & ~Zeroflag);
assign  #(clock_delay+1) branch_ctrl = Branch[1] & (Branch[0] & Zeroflag | ~Branch[0] & ~Zeroflag);
assign  #(clock_delay+1) jump_ctrl = Jump & (~IF_ID_flush) & (~branch_ctrl_early);
assign  #(clock_delay+1) jr_ctrl = JR; 
assign #(clock_delay+1) PC_jump_buf = PC_jump;
assign #(clock_delay+1) PC_branch_buf = PC_branch;
assign #(clock_delay+1) PC_jr_buf = PC_jr;
assign #(clock_delay+1) PC4_buf = PC4;
assign mux_branch = (branch_ctrl) ? PC_branch_buf : PC4;
assign mux_jump = (jump_ctrl) ? PC_jump_buf : mux_branch;
assign mux_jr = (jr_ctrl) ? PC_jr_buf : mux_jump;
assign out_pc_cal = mux_jr;
endmodule
`timescale 1ns / 1ps
module Shifter(
input wire [31:0] in1,
input wire [4:0] shamt,
input wire [1:0] shifter_select,
output reg [31:0] shifter_result
    );
always @(*) begin
    case(shifter_select)
        2'd1: shifter_result = in1 << shamt;  
        2'd2: shifter_result = in1 >> shamt;  
        2'd3: shifter_result = $signed(in1) >>> shamt;  
        default: shifter_result = 32'd0;
    endcase
end
endmodule
==> ./run.sh <==
#!/bin/bash
# OpenROAD 26Q1-2900-gdf79404cd8, Yosys 0.63+post, stock flow scripts
make -C /OpenROAD-flow-scripts/flow DESIGN_CONFIG=/design/flow/config.mk WORK_HOME=/design/flow/orfs finish
==> ./config.mk <==
export PLATFORM = sky130hd
export DESIGN_NAME = PC_calculator
export DESIGN_NICKNAME = PC_calculator
export VERILOG_FILES = /design/flow/design.v
export SDC_FILE = /design/flow/constraint.sdc
export NUM_CORES = 4
export LEC_CHECK = 1
export CORE_AREA = 10 10 113 113
export DIE_AREA = 0 0 123 123
==> ./constraint.sdc <==
current_design PC_calculator

set clk_period 16.3
set clk_io_pct 0.2

create_clock -name clk0 -period $clk_period

set non_clock_inputs [all_inputs -no_clocks]
set_input_delay [expr $clk_period * $clk_io_pct] -clock clk0 $non_clock_inputs
set_output_delay [expr $clk_period * $clk_io_pct] -clock clk0 [all_outputs]
==> results.cfg <==
; flow metrics
[status]
status = complete, no violations

[die]
die_area_um2 = 15130
initCoreUtil = 0.2269
fp-row-count = 37
pin_count = 197
die_x_um = 123
die_h_um = 123
fp.coreArea_um2 = 10320

[hold_path]
hold_path_depth = 4
hold_class = in2out

[detailed_routing]
route.met2.wl_um = 5371
first_pass_iters = 4
dr.first_iter.drc_count = 154
met1_length_um = 4890
postRouteAntennaNets = 0
routed_wl_um = 11410
routed.top_layer = met3
drc_errors = 0
wl_per_cell_um = 16.14
via_per_inst = 4.793
antenna_cells = 0
dr_total_vias = 3389
wl_met3_um = 1149

[power]
finalPower_mw = 0.1477
ir_worst_vdd_mv = 0.01399
leakage_nw = 1.822
p_per_area_nw_per_um2 = 33.38

[synth]
postSynthSeqShare = 0
netlist_instances = 391
top_area_cell = ha_1
topCellsByArea = ha_1 (15%), nand2_1 (15%), a21oi_1 (14%)
synth_area_um2 = 2342
syn_avg_cell_area_um2 = 5.990
top_cell_area_share = 0.1549
yosys_area_um2 = 2342
ys_types = 45
yosys-stat-cells = 391
synth_warnings = 1

[placement]
routabilityCongestion = 0.8885
hpwlAfterDp_um = 9568
place.port_buffers = 195

[sta]
finalHoldViolCount = 0
maxSlewHeadroom = 0.5323
max_freq_mhz = 98.69
fin_setup_tns_ns = 0
fin_crit_ns = 10.13
worstMarginPinSlew_ns = 0.7015
fin_crit_sh = 0.6216
setup_viol = 0
rsz0062_at_grt = no
slew_violations = 0

[final_layout]
seq_area_um2 = 0
num-clock-buffers = 0
area_delta_synth_final_pct = 88.89
nFlopsAndLatches = 0
post_route_cells_drive_above_1_share = 0.03152

[global_routing]
grt.overflow.total = 0
grt_pass1_vias = 3353
antenna_found_initial = 0
grt_start_max_net_pins = 38
grt_pass1_wl_um = 17150
grt_usage = 0.1397

[critical_path]
worstSetupStartpoint = EX_PC4[2]
crit_path_end_kind = output port
cp-start-kind = input pin
cp.arrival_ns = 6.87
cp_data_required_time_ns = 13.04
critical_path.endpoint = out_pc_cal[30]
criticalPathCategory = in2out
cp_max_fo = 4

[clock_network]
post_cts_resized = 0
hold_buffers = 0
post-cts-setup-buffer-count = 0

[job]
tool_warnings = 34
drv_cap = 0
cells in the mapped netlist (2+ instances only):
library cell	number
xnor2_1	21
o21ai_0	14
o211ai_2	2
o21a_1	2
nand3_1	12
o21bai_1	2
o2111ai_1	2
nand2_1	93
o21ai_1	11
a31oi_1	13
mux2i_1	4
ha_1	29
inv_1	17
a211oi_1	10
and2_1	2
a21oi_2	2
nor3_1	4
and3_1	4
o41ai_1	2
a21o_1	8
nor2b_1	2
nor2_1	20
xor2_1	6
buf_1	3
mux2_2	5
clkbuf_1	17
a21oi_1	66
layout make-up:
cell class	count	area, um2
Multi-Input combinational cell	354	2206
Inverter	17	63.81
Timing Repair Buffer	200	1984
Fill cell	1071	5899
Tap cell	136	170.2
layout by cell type (no fill, tap or decap), drive strengths merged, types with 2 or more instances in the layout:
cell,n
buf,6
and3,4
a31oi,13
o21bai,2
nor3,4
o41ai,2
a21oi,68
nor2,20
nand2,93
inv,17
and2,2
mux2i,4
nand3,12
xor2,6
a21o,8
o21ai,26
ha,29
a211oi,10
xnor2,21
mux2,6
o21a,2
clkdlybuf4s50,194
nor2b,2
o2111ai,2
o211ai,3
report_power, final:
group / internal [mW] / switching [mW] / leakage [nW] / total (mW)
clock network: 0 / 0 / 0 / 0
logic: 0.0860 / 0.0617 / 1.82 / 0.148
registers: 0 / 0 / 0 / 0
total: 0.0860 / 0.0617 / 1.82 / 0.148
per-layer routing:
metal / up-vias / track usage
li1: 1764 / -
met1: 1501 / 0.1793
met2: 124 / 0.2430
met3: 0 / 0.03932
met4: 0 / 0
met5: - / 0
critical path, cell delays in order:
cell             delay (ns)
clkdlybuf4s50_1        0.40
ha_1                   0.24
fa_1                   0.41
a21oi_1                0.36
o211ai_2               0.14
a21oi_2                0.23
o21a_1                 0.23
o31ai_4                0.11
o21ai_2                0.27
o311a_1                0.23
mux2_1                 0.37
nor2_1                 0.12
clkdlybuf4s50_1        0.49
cell families (layout without fill, tap and decap cells):
logic type	after synthesis	after routing	synth area share
and+or+nand+nor	141	141	0.2479
adders and majority gates	30	30	0.1635
muxes	10	10	0.04594
AOI/OAI and AO/OA	146	146	0.3825
buffers and inverters	37	217	0.05929
xor gates and xnor gates	27	27	0.1010
how the worst min path moves through the flow:
| stage | slack [ns] | end | from |
|---|---|---|---|
| 4_1_cts | 7.43 | out_pc_cal[19] | JR |
| 5_1_grt | 7.46 | out_pc_cal[21] | JR |
| 6_report | 7.41 | out_pc_cal[19] | JR |
per-stage QoR:
step                      utilization  std cells  hold slack, ns  cell area, um2  setup WS, ns
after floorplan                     -        391           6.575            2342         7.598
after global placement         0.4286        707           7.412            4424         6.200
after detailed placement       0.4286        707           7.426            4424         6.197
after CTS                      0.4286        707           7.428            4424         6.190
after global routing           0.4286        707           7.463            4424         6.036
final                          0.4286        707           7.409            4424         6.167
Power is estimated from default activity; no workload was simulated.
