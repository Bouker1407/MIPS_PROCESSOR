## run.sh

```bash
#!/bin/bash
# OpenROAD 26Q1-2900-gdf79404cd8, Yosys 0.63+post, stock flow scripts
make -C /OpenROAD-flow-scripts/flow DESIGN_CONFIG=/design/flow/config.mk WORK_HOME=/design/flow/orfs finish
```

## config.mk

```make
export PLATFORM = sky130hd
export DESIGN_NAME = ALU
export DESIGN_NICKNAME = ALU
export VERILOG_FILES = /design/flow/design.v
export SDC_FILE = /design/flow/constraint.sdc
export NUM_CORES = 4
export LEC_CHECK = 1
export CORE_UTILIZATION = 30
```

## constraint.sdc

```tcl
current_design ALU

set clk_period 19.5
set clk_io_pct 0.2

create_clock -name clk0 -period $clk_period

set non_clock_inputs [all_inputs -no_clocks]
set_input_delay [expr $clk_period * $clk_io_pct] -clock clk0 $non_clock_inputs
set_output_delay [expr $clk_period * $clk_io_pct] -clock clk0 [all_outputs]
```

## design.v

```verilog
`timescale 1ns / 1ps
module ALU #(clock_delay = 20) (
input wire [3:0] ALU_control,
input wire [31:0] in1_ALU,
input wire [31:0] in2_ALU,
input wire [4:0] shamt,
output wire [31:0] ALU_result,
output wire Zeroflag
    );
reg [1:0] shifter_select;
reg sub_select;
wire [31:0] adder_result, sub_result, shifter_result;
always @(*) begin
    case(ALU_control)
        4'd7: begin
            shifter_select = 2'd1;
            sub_select = 1'bx;
        end
        4'd8: begin
            shifter_select = 2'd2;
            sub_select = 1'bx;
        end
        4'd9: begin 
            sub_select = 1'b0;
            shifter_select = 1'bx;
        end
        4'd10: begin 
            sub_select = 1'b1;
            shifter_select = 1'bx;
        end
        4'd11: begin
            shifter_select = 2'd3;
            sub_select = 1'bx;
        end
        default: begin
            shifter_select = 1'bx;
            sub_select = 1'bx;
        end
    endcase
end
reg [31:0] result_buf;
wire zeroflag_buf;
always @(*) begin
    case(ALU_control)
        4'd0, 4'd1: result_buf = adder_result;
        4'd2: result_buf = in1_ALU & in2_ALU;
        4'd3: result_buf = ~(in1_ALU | in2_ALU);
        4'd4: result_buf = in1_ALU | in2_ALU;
        4'd5: result_buf = ($signed(in1_ALU) < $signed(in2_ALU)) ? 1 : 0;
        4'd6: result_buf = (in1_ALU < in2_ALU) ? 1 : 0;
        4'd7, 4'd8, 4'd11: result_buf = shifter_result;
        4'd9, 4'd10: result_buf = sub_result;
        default: result_buf = 32'h0;
    endcase
end
Adder add(.in1(in1_ALU), .in2(in2_ALU), .adder_result(adder_result));
Subtractor sub(.in1(in1_ALU), .in2(in2_ALU), .sub_select(sub_select), .sub_result(sub_result));
Shifter shift(in1_ALU, shamt, shifter_select, shifter_result);
assign zeroflag_buf = (sub_result == 0) ? 1'b1 : 1'b0;
assign  #(clock_delay+1) ALU_result = result_buf;
assign  Zeroflag = zeroflag_buf; 
endmodule
`timescale 1ns / 1ps
module Adder (
input wire [31:0] in1,         
input wire [31:0] in2,           
output wire [31:0] adder_result    
);
assign adder_result = in1 + in2;
endmodule
`timescale 1ns / 1ps
module Shifter(
input wire [31:0] in1,
input wire [4:0] shamt,
input wire [1:0] shifter_select,
output reg [31:0] shifter_result
    );
always @(*) begin
    case(shifter_select)
        2'd1: shifter_result = in1 << shamt;  
        2'd2: shifter_result = in1 >> shamt;  
        2'd3: shifter_result = $signed(in1) >>> shamt;  
        default: shifter_result = 32'd0;
    endcase
end
endmodule
`timescale 1ns / 1ps
module Subtractor (
input wire [31:0] in1,         
input wire [31:0] in2,         
input wire sub_select,     
output wire [31:0] sub_result
);
wire [31:0] comp_in2;
assign comp_in2 = (~in2) + 1'b1;
assign sub_result = (sub_select == 1) ? in1 - in2 : in1 + comp_in2;
endmodule
```

==> reports/qor_table.md <==
| Parameter | Reported |
|---|---|
| Total routing usage reported by global routing | 0.288 |
| Final weighted congestion of routability-driven global placement | 1.01 |
| Fp util | 0.306 |
| Post-CTS sizing | 0 |
| Crit path max fanout | 15 |
| Row count | 61 |
| Placeable Area | 27900 µm² |
| Iteration tally of the first detailed-router pass | 6 |
| Number of instances on the worst hold path | 5 |
| Worst max-slew margin expressed relative to the limit | 0.442 |
| Maximum clock rate | 0.0810 GHz |
| Grt ovf | 0 |
| Total instance count after detailed placement | 1721 |
| Yosys warnings | 2 |
| Total Negative Setup Slacks | 0 ns |
| Final period demand of the worst path | 12.35 ns |
| DP Area | 9830 µm² |
| Path category of the worst min-delay check | in -> out |
| Number of violations reported at the end of detailed-routing iteration 0 | 1064 |
| Total power density per cell area | 31.4 nW/µm² |
| Final number of setup-violating endpoints | 0 |
| Total of max-cap violations | 0 |
| Final antenna-violating net count | 0 |
| Detailed-placement wirelength estimate | 32700 µm |
| Total Routed Length | 41500 µm |
| Clock Buffer Count | 0 |
| Setup crit end kind | output pin |
| Final Hold Slack | 8.99 ns |
| CP required | 15.60 ns |
| Total vias in the final route | 10351 |
| Largest net degree at the start of global routing | 65 |
| RSZ-0062 raised after global routing | no |
| Critical Path Start Type | primary input |
| Worst setup slack before clock tree synthesis | 7.17 ns |
| Sequential fraction of the synthesis area | 0 |
| Mean cell area of the mapped netlist | 6.50 µm² |
| Hold path endpoint | ALU_result[3] |
| Worst Max-Slew Pin Slew | 0.831 ns |
| Port Buffer Count | 106 |
| DIE WIDTH | 171 µm |
| Seq_cells | 0 |
| Fillers | 2994 |
| Power after layout | 309 µW |
| First-pass GRT wire length | 62100 µm |
| Outcome | complete, no violations |
| Yosys stat area | 8520 µm² |
| Area growth from synthesis to layout | 15.4% |
| Crit Path Class | in -> out |
| Leakage power summed over all cells | 4.06 nW |
| Final cell utilization of the core | 0.353 |
| Total standard cell area after synthesis | 8520 µm² |
| Setup slack after layout | 7.15 ns |
| Syn Inst Count | 1312 |
| Total area of sequential cells | 0 µm² |
| Post-DR wirelength/cell | 24.1 µm |
| Initial antenna violation count | 1 |
| Number of placed I/O pins | 106 |
| Worst supply voltage drop on vdd | 13.8 µV |
| Remaining routing DRC violations | 0 |
| Launch instance of the worst min-delay path | shamt[4] |
| Layout Cell Area excl Fill | 9830 µm² |
| Via count of the first global-routing pass | 9758 |
| Number of distinct standard cells referenced by the synthesized netlist | 82 |
| Footprint of the multi-input gates | 7780 µm² |
| Share of the cycle needed by the critical path after routing | 0.633 |
| Tool Warnings | 99 |
| # Post-CTS Setup Buffers | 0 |
| Final std cells w/o fill | 1722 |
| Die Y-Extent | 171 µm |
| Die Size | 29100 µm² |
| Final Hold Viols | 0 |
| Number of max-slew violations in the final report | 0 |
| Ys cells | 1312 |
| Number of vias per cell after detailed routing | 6.01 |
| Share of layout cells above drive strength 1 | 0.0573 |
| Quantity of hold-fixing buffers added after cts | 0 |
| CP Data Arrival Time | 8.45 ns |
==> cell usage after synthesis (12+ instances only) <==
library cell                  n  share of area
sky130_fd_sc_hd__nand2_1    107          0.047
sky130_fd_sc_hd__a221oi_1    30          0.031
sky130_fd_sc_hd__a21o_1      18          0.016
sky130_fd_sc_hd__nand3_1     19          0.011
sky130_fd_sc_hd__nor2b_1     13         0.0095
sky130_fd_sc_hd__a211oi_1    25          0.022
sky130_fd_sc_hd__buf_1       17         0.0075
sky130_fd_sc_hd__o211ai_1    25          0.022
sky130_fd_sc_hd__o2111ai_1   14          0.014
sky130_fd_sc_hd__nor2_1     148          0.065
sky130_fd_sc_hd__inv_1       97          0.043
sky130_fd_sc_hd__mux2i_1     66          0.078
sky130_fd_sc_hd__ha_1        99           0.15
sky130_fd_sc_hd__nor4_1      12         0.0088
sky130_fd_sc_hd__o21ai_0    137          0.080
sky130_fd_sc_hd__buf_2       12         0.0070
sky130_fd_sc_hd__o21bai_1    19          0.017
sky130_fd_sc_hd__clkbuf_1    65          0.029
sky130_fd_sc_hd__o221ai_1    13          0.013
sky130_fd_sc_hd__nand2b_1    21          0.015
sky130_fd_sc_hd__nor3_1      23          0.014
sky130_fd_sc_hd__o22ai_1     19          0.014
sky130_fd_sc_hd__xnor2_1     27          0.028
sky130_fd_sc_hd__a21oi_1    118          0.069
==> cell usage in the layout, fill, tap and decap left out, types with 12 or more instances in the layout <==
cell type / Yosys / final
sky130_fd_sc_hd__clkdlybuf4s50_1: 0 / 102
sky130_fd_sc_hd__nand2_1: 107 / 107
sky130_fd_sc_hd__a211oi_1: 25 / 25
sky130_fd_sc_hd__buf_4: 1 / 22
sky130_fd_sc_hd__ha_1: 99 / 99
sky130_fd_sc_hd__o221ai_1: 13 / 13
sky130_fd_sc_hd__nor2_1: 148 / 148
sky130_fd_sc_hd__inv_1: 97 / 97
sky130_fd_sc_hd__o21bai_1: 19 / 19
sky130_fd_sc_hd__o21ai_0: 137 / 137
sky130_fd_sc_hd__xnor2_1: 27 / 27
sky130_fd_sc_hd__nor3_1: 23 / 20
sky130_fd_sc_hd__mux2i_1: 66 / 66
sky130_fd_sc_hd__a21o_1: 18 / 18
sky130_fd_sc_hd__nor4_1: 12 / 12
sky130_fd_sc_hd__a21oi_1: 118 / 117
sky130_fd_sc_hd__nand2b_1: 21 / 21
sky130_fd_sc_hd__a221oi_1: 30 / 30
sky130_fd_sc_hd__nand3_1: 19 / 19
sky130_fd_sc_hd__o22ai_1: 19 / 19
sky130_fd_sc_hd__o211ai_1: 25 / 25
sky130_fd_sc_hd__nor2b_1: 13 / 13
sky130_fd_sc_hd__o2111ai_1: 14 / 14
==> cells by family (layout without fill, tap and decap cells) <==
logic type               Yosys count  count (layout)  synth area share
AND-OR/OR-AND                    517             517             0.404
AND/OR/NAND/NOR                  378             378             0.202
buffers and inverters            195             226            0.0890
adder cells (fa/ha/maj)          101             101             0.150
multiplexers                      88              88             0.121
XOR/XNOR                          33              33            0.0339
other                              0               1                 0
==> where the power goes <==
| part | switching, mW | internal (mW) |
|---|---|---|
| logic | 0.187 | 0.122 |
| clock network | 0 | 0.00000000686 |
| registers | 0 | 0 |
| total | 0.187 | 0.122 |
==> worst max-delay path by stage <==
stage,from,to,slack (ns),cells past startpoint
after CTS,in1_ALU[12],Zeroflag,7.17,15
after global routing,in1_ALU[12],Zeroflag,6.81,15
final,in1_ALU[11],Zeroflag,7.15,15
==> critical path: stages <==
cell and delay (ns):
sky130_fd_sc_hd__clkdlybuf4s50_1 0.62, sky130_fd_sc_hd__inv_1 0.11, sky130_fd_sc_hd__ha_1 0.62, sky130_fd_sc_hd__nor2b_1 0.15, sky130_fd_sc_hd__or4_1 0.55, sky130_fd_sc_hd__a21oi_1 0.18
sky130_fd_sc_hd__a31oi_2 0.22, sky130_fd_sc_hd__nand2_1 0.18, sky130_fd_sc_hd__nand2b_1 0.13, sky130_fd_sc_hd__xnor2_1 0.21, sky130_fd_sc_hd__nor4_1 0.34, sky130_fd_sc_hd__and4_1 0.34
sky130_fd_sc_hd__nand4_1 0.15, sky130_fd_sc_hd__nor4b_2 0.26, sky130_fd_sc_hd__clkdlybuf4s50_1 0.49
==> layer usage <==
| layer | part of all wire | wire length [µm] | GRT usage |
|---|---|---|---|
| met5 | 0 | 0 | 0 |
| met1 | 0.44 | 18100 | 0.401 |
| met3 | 0.071 | 2930 | 0.0212 |
| met2 | 0.45 | 18500 | 0.461 |
| met4 | 0.045 | 1880 | 0.118 |
==> cell type report <==
| cell class | count | area share |
|---|---|---|
| inverters | 99 | 0.0378 |
| multi-input cells | 1117 | 0.792 |
| repair buffers | 127 | 0.122 |
| diodes | 1 | 0.000255 |
| well taps | 378 | 0.0481 |
Power and IR drop assume default switching activity.
