$ cat /design/flow/run.sh
#!/bin/bash
# OpenROAD 26Q1-2900-gdf79404cd8, Yosys 0.63+post, stock flow scripts
make -C /OpenROAD-flow-scripts/flow DESIGN_CONFIG=/design/flow/config.mk WORK_HOME=/design/flow/orfs finish
$ cat /design/flow/config.mk
export PLATFORM = sky130hd
export DESIGN_NAME = ID_EX_reg
export DESIGN_NICKNAME = ID_EX_reg
export VERILOG_FILES = /design/flow/design.v
export SDC_FILE = /design/flow/constraint.sdc
export NUM_CORES = 4
export LEC_CHECK = 1
export CORE_AREA = 10 10 181 181
export DIE_AREA = 0 0 191 191
$ cat /design/flow/constraint.sdc
current_design ID_EX_reg

set clk_period 1.0
set clk_io_pct 0.2

create_clock -name clk0 -period $clk_period [get_ports {clk}]

set non_clock_inputs [all_inputs -no_clocks]
set_input_delay [expr $clk_period * $clk_io_pct] -clock clk0 $non_clock_inputs
set_output_delay [expr $clk_period * $clk_io_pct] -clock clk0 [all_outputs]
$ cat /design/flow/design.v
`timescale 1ns / 1ps
module ID_EX_reg #(clock_delay = 20)(
input wire clk,
input wire rst_n,
input wire [31:0] ID_PC4,
input wire [10:0] ID_control_words,
input wire [31:0] read_data1,
input wire [31:0] read_data2,
input wire [31:0] Immediate_extended,
input wire [14:0] rs_rt_rd,
output reg [31:0] EX_PC4,
output reg [10:0] EX_control_words,
output reg [31:0] EX_read_data1,
output reg [31:0] EX_read_data2,
output reg [31:0] EX_Immediate_extended,
output reg [14:0] EX_rs_rt_rd
);
wire [31:0] ID_PC4_buf;
wire [10:0] ID_control_words_buf;
wire [31:0] Immediate_extended_buf;
wire [14:0] rs_rt_rd_buf;
assign #(clock_delay+1) ID_PC4_buf = ID_PC4;
assign #(clock_delay+1) ID_control_words_buf = ID_control_words;
assign #(clock_delay+1) Immediate_extended_buf = Immediate_extended;
assign #(clock_delay+1) rs_rt_rd_buf = rs_rt_rd;
always @(posedge clk or negedge rst_n) begin
    if (~rst_n) begin
        EX_PC4 <= 32'h0000;
        EX_control_words <= 11'h000;
        EX_read_data1 <= 32'h0000;
        EX_read_data2 <= 32'h0000;
        EX_Immediate_extended <= 32'h0000;
        EX_rs_rt_rd <= 15'h0000;
    end
    else begin
        EX_PC4 <= ID_PC4_buf;
        EX_control_words <= ID_control_words_buf;
        EX_read_data1 <= read_data1;
        EX_read_data2 <= read_data2;
        EX_Immediate_extended <= Immediate_extended_buf;
        EX_rs_rt_rd <= rs_rt_rd_buf; 
    end
end
endmodule
==> flow_summary.yaml <==
# implementation run metrics
floorplan:
  die_height_um: 191
  row_count: 62
  dieWidth_um: 191
  io_pins: 310
  fp_util_pct: 13.39
  core_mm2: 0.02878
  dieArea_mm2: 0.03648
global_routing:
  overflow: 0
  grt_max_degree: 54
  grt_pass1_wl_mm: 20.58
  grt_pass1_vias: 3033
  antenna_found_initial: 0
  grt_use_total_pct: 7.629
pwr:
  pwr-share-comb_pct: 7.8
  seq_power_share_pct: 47.5
  pwr-share-clk_pct: 44.7
  cellInternalPower_mw: 11.02
  switchingPower_mw: 2.892
  total_power_mw: 13.91
  sw_frac_of_total_pct: 20.79
  irDropWorstVdd_uv: 905.5
  leakagePower_nw: 3.354
  p_per_area_mw_per_mm2: 1883
clock_tree:
  cts_num_sinks: 154
  clkTransAtPathRegs_ns: 0.06
  htree_levels: 4
  cts_buffers: 17
  clock-root-buffer: "clkbuf_16"
  cts_tree: "built"
  clock_path_buffers: 2
place:
  placed_area_mm2: 0.007491
  portBuffers: 309
  placed_cells: 852
  finalWeightedCongestion: 0.7477
  hpwlAfterDp_mm: 11.50
synthesis:
  ys_sh_mux_pct: 0
  yosysWarnings: 1
  syn_avg_cell_area_um2: 25.02
  synthAoiAreaFrac_pct: 0
  ys_area_mm2: 0.003854
  adder_share_pct: 0
  synth_cell_types: 1
  simple_gate_share_pct: 0
  postSynthCellCount: 154
  top_area_share_pct: 100.0
  ys_sh_xor_pct: 0
  synthTopCellsByArea: "dfrtp_1 100%"
  ys_seq_share_pct: 100.0
  ys_cells: 154
  yosys_register_bits: 154
  yosysTopAreaCell: "dfrtp_1"
  syn-cell-area_mm2: 0.003854
sta:
  drv_slew: 0
  fin_ws_ns: -0.1468
  max_freq_mhz: 872.0
  grt_setup_unrepaired: "yes"
  min_period_ns: 1.147
  setup_violations: 269
  hold_viol: 0
  worst_slew_pin_slew_ns: 0.5893
  slew_headroom_pct: 60.58
  finalClockPeriodUsage_pct: 114.7
route:
  drc: 0
  drt-initial-drc-count: 57
  routed.top_layer: "met4"
  wl_mm: 14.42
  viasPerCell: 2.924
  ant_nets: 0
  routedWlPerCell_um: 16.20
  met3WireLength_mm: 2.058
  antennaDiodeCount: 0
  vias: 2602
  wl_met2_mm: 6.630
  wirelength_met1_mm: 5.539
  first_pass_iters: 3
cells_and_area:
  logic_gate_count: 0
  fin_area_mm2: 0.007388
  stdcell_count: 890
  regArea_mm2: 0.003854
  num-fill-cells: 2947
  combGateArea_um2: 0
  area_growth_pct: 91.72
  final_cell_mix: "154 x dfrtp_1, 154 x clkdlybuf4s50_1, 152 x buf_2"
  drive_gt1_share_pct: 37.94
hold_path:
  min_path_type: "input port to register"
  min_delay_path_depth: 1
  hold-path-endpoint: "EX_read_data2[30]"
  min_from: "read_data2[30]"
worst_setup_path:
  worst_ep_required_time_ns: 0.80
  crit_type: "register to primary output"
  cp.buffers_inverters: 1
  startpoint_type: "register"
  cp_num_cells: 1
  critical_path.max_fanout: 1
  critical_path.max_stage_delay_ns: 0.40
  cpLargestDelayFamily: "flip-flops"
  end_kind: "primary output"
  crit_slowest_cell: "dfrtp_1"
  critPathArrivalTime_ns: 0.95
  crit_chain: "buf_2"
run:
  tool_warnings: 28
  max-cap-violations: 0
run_status:
  status: "finished with violations"
  violations: "negative setup slack"
==> sequential cells by signal (all words and copies together), names as in the netlist <==
name                   cells
EX_read_data1             32
EX_PC4                    32
EX_control_words          11
EX_rs_rt_rd               15
EX_Immediate_extended     32
EX_read_data2             32
==> how the worst max path moves through the flow <==
| stage | from | end | slack, ns |
|---|---|---|---|
| after CTS | EX_read_data1[12] | EX_read_data1[12] | -0.18 |
| after global routing | EX_read_data1[12] | EX_read_data1[12] | -0.19 |
| final | EX_read_data1[12] | EX_read_data1[12] | -0.15 |
==> power groups by stage <==
stage / Clock [mW] / Sequential (mW) / Combinational (mW)
after CTS: 6.51 / 6.61 / 1.11
after global routing: 6.85 / 6.64 / 1.20
final: 6.22 / 6.61 / 1.08
==> cell type report <==
type	instances	area share (%)
flip-flops and latches	154	52.16
repair buffers	320	33.55
clock buffers	23	6.605
well taps	384	6.503
clock inverters	9	1.185
==> cell usage after synthesis, drive strengths merged <==
library cell  instances
dfrtp               154
==> routing by layer <==
metal,global-route usage (%),up-vias
met5,0,-
met4,1.060,0
met3,4.483,6
met2,11.83,194
met1,9.255,1245
li1,-,1157
==> through the flow <==
step                      setup TNS (ns)  hold WS [ns]  setup WS [ns]  utilization, %
final                             -17.20        0.2168        -0.1468           25.67
after global routing              -36.52        0.1802        -0.1935           25.67
after CTS                         -20.34       -0.4016        -0.1826           25.50
after detailed placement         -0.4236       0.05588       -0.06339           26.03
after global placement           -0.4858       0.06187       -0.06351           26.03
after floorplan                        0      -0.09559         0.4879               -
==> logic make-up (layout without fill, tap and decap cells) <==
| logic type | count (synthesis) | after routing |
|---|---|---|
| buffers and inverters | 0 | 352 |
| DFF | 154 | 154 |
==> what timing repair did <==
action	CTS	global route
pin swaps	0	0
endpoints found under the setup margin	154	197
buffers inserted	0	0
gates resized	497	0
endpoints found under the hold margin	154	154
Power and IR drop assume default switching activity.
